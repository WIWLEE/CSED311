==> /design/flow/design.v <==
module RegisterFile(input   reset,
                    input clk,
                    input [4:0] rs1,           
                    input [4:0] rs2,           
                    input [4:0] rd,            
                    input [31:0] rd_din,       
                    input write_enable,           
                    output [31:0] rs1_dout,    
                    output [31:0] rs2_dout,   
                    output [31:0] rf17  
                    ); 
  integer i;
  reg [31:0] rf[0:31];
    assign rs1_dout = rf[rs1];
    assign rs2_dout = rf[rs2];
    assign rf17 = rf[17];
    always @(posedge clk) begin
        rf[0] <= 1'b0;
        if(write_enable == 1) begin
            rf[rd] <= rd_din;
        end
    end
  always @(posedge clk) begin
    if (reset) begin
      for (i = 0; i < 32; i = i + 1)
        rf[i] = 32'b0;
      rf[2] = 32'h2ffc;  
    end
  end
endmodule
==> /design/flow/run.sh <==
#!/bin/bash
# OpenROAD 26Q1-2900-gdf79404cd8, Yosys 0.63+post, stock flow scripts
make -C /OpenROAD-flow-scripts/flow DESIGN_CONFIG=/design/flow/config.mk WORK_HOME=/design/flow/orfs finish
==> /design/flow/config.mk <==
export PLATFORM = sky130hd
export DESIGN_NAME = RegisterFile
export DESIGN_NICKNAME = RegisterFile
export VERILOG_FILES = /design/flow/design.v
export SDC_FILE = /design/flow/constraint.sdc
export NUM_CORES = 4
export LEC_CHECK = 1
export CORE_UTILIZATION = 30
==> /design/flow/constraint.sdc <==
current_design RegisterFile

set clk_period 15.6
set clk_io_pct 0.2

create_clock -name clk0 -period $clk_period [get_ports {clk}]

set non_clock_inputs [all_inputs -no_clocks]
set_input_delay [expr $clk_period * $clk_io_pct] -clock clk0 $non_clock_inputs
set_output_delay [expr $clk_period * $clk_io_pct] -clock clk0 [all_outputs]
==> flow_summary.yaml <==
# physical design summary
power_and_ir_drop:
  p_sw_share_pct: 26.1
  power_density_mw_per_mm2: 106
  p_switching_mw: 1.74
  comb_power_share_pct: 12.5
  leakage_nw: 24.0
  power.share.clock_pct: 38.8
  irDropWorstVdd_v: 0.0000892
  p_seq_share_pct: 48.7
  p_int_mw: 4.93
die:
  coreArea_mm2: 0.184
  die_h_um: 433
  initial_core_util_pct: 30.3
  die_area_mm2: 0.188
  fp-row-count: 157
  die_x_um: 433
  io-pin-count: 146
clocking:
  cts.path.max_buffers: 3
  clk_pin_slew_ns: 0.07
  post_cts_resized: 0
  cts_tree: "built"
  cts_made_buffers: 108
  cts_sinks: 1024
  postCtsHoldBufs: 0
  cts_max_level: 3
  cts_setup_buffers: 0
  cts_root_buf: "clkbuf_16"
logic_synthesis:
  synth-edff-count: 992
  ys_types: 25
  ys.flops: 1024
  synth_area_mm2: 0.0558
  ys_chip_area_mm2: 0.0558
  syn_area_per_cell_um2: 12.0
  syn_inst: 4638
  synthArstFlopShare_pct: 0
  flop_cell: "edfxtp_1"
  ys_seq_share_pct: 54.6
  yosysWarnings: 1
  yosysCellCount: 4638
final_timing:
  rsz0062_at_grt: "no"
  hold_viol_final: 0
  finalClockPeriodUsage_pct: 67.1
  max_freq_mhz: 95.5
  tns_ns: 0
  finalMaxSlewViolations: 0
  slew_headroom_pct: 37.5
  worstMarginPinSlew_ns: 0.935
  setup_viol: 0
  min_period_ns: 10.47
  holdWs_ns: 3.19
worst_setup_path:
  critPathArrivalTime_ns: 7.35
  worst-setup-path-type: "in -> out"
  end_kind: "output pin"
  cp-start-kind: "input port"
  worstPathRequired_ns: 12.48
  cp_max_fo: 34
drt:
  drt_iter0_markers: 2391
  num_vias: 37999
  first_pass_iters: 7
  drc: 0
  wl_mm: 204
  via_per_inst: 5.31
  wl_per_cell_um: 28.4
  final_antenna_net_count: 0
job:
  warnings: 26
  maxCapViolCount: 0
global_routing:
  track_usage_pct: 22.6
  grt_overflow: 0
  grt_pass1_wl_mm: 285
  grt_max_degree: 91
  antenna_found_initial: 6
  grt_pass1_vias: 39010
min_path:
  worstHoldPathCells: 3
  hold_class: "in -> reg"
place:
  gp_congestion: 0.910
  port-buffer-count: 145
  dpl.hpwl_mm: 118
finish:
  largestRegisters: "rf (1024)"
  drive_above_1_share_pct: 8.27
  area_delta_synth_final_pct: 13.1
  top_register: "rf"
  largest_register_ffs: 1024
status:
  status: "complete, no violations"
==> synth_stat cells, drive strengths merged, types with 33 or more instances <==
library cell  count  area (µm²)
edfxtp          992       29800
a22o            128        1120
nor3             64         320
and2           1015        6350
a22oi           192        1440
or2              33         206
nor2             35         171
buf             190        1200
mux2i          1024       10200
nand2           195         732
a31oi            64         400
a21oi           192         961
clkbuf          260        1010
nand3           194         971
==> final timing paths <==
path | start | endpoint | slack (ns)
min | rd_din[14] | rf[0][14] | 3.19
max | rs2[2] | rs2_dout[0] | 5.13
==> cells in the final DEF, fill, tap and decap left out, types with 7 or more instances in the layout <==
cell type / synthesis / final
or3_1: 12 / 12
clkbuf_16: 0 / 110
edfxtp_1: 992 / 992
bufinv_16: 0 / 9
a21oi_1: 192 / 192
buf_12: 0 / 7
mux2i_1: 1024 / 1024
clkbuf_1: 231 / 25
a22oi_1: 192 / 192
diode_2: 0 / 8
nand2_1: 195 / 193
nor3_1: 64 / 64
buf_4: 70 / 148
a31oi_1: 64 / 64
nand3_1: 194 / 194
or2_2: 33 / 33
clkinv_1: 0 / 25
clkdlybuf4s50_1: 0 / 143
clkinv_2: 0 / 20
a22o_1: 128 / 128
dfxtp_1: 32 / 32
and2_1: 1015 / 1013
nor2_2: 16 / 8
nor2_4: 0 / 26
==> area by class of cell <==
cell class                      count  area (µm²)
Antenna cell                        8        20.0
Clock buffer                      138        2890
Clock inverter                     64         604
Fill cell                       17761      121000
Multi-Input combinational cell   3164       23300
Sequential cell                  1024       30400
Tap cell                         2464        3080
Timing Repair Buffer              300        2710
==> power groups by stage <==
stage     Sequential (mW)  Combinational [mW]  Clock (mW)
4_1_cts              3.25               0.825        2.62
5_1_grt              3.27               0.873        2.71
6_report             3.25               0.831        2.59
==> per-stage QoR <==
stage                     setup WS [ns]  std cells  utilization (%)  area, µm²  total power [mW]
after global routing               5.14       7155             34.3      63100              6.85
after floorplan                    8.26       4638                -      55800              3.75
after detailed placement           5.30       6952             32.4      59600              4.13
after global placement             5.35       6952             32.4      59600              4.12
after CTS                          5.28       7154             34.3      63100              6.69
final                              5.13       7162             34.3      63100              6.67
==> critical path, stage by stage <==
cell	delay (ns)
clkdlybuf4s50_1	0.66
nor2b_4	0.47
buf_4	0.39
buf_4	0.59
buf_4	0.58
a22o_1	0.22
nor3_1	0.05
a31oi_1	0.21
nand3_1	0.34
clkdlybuf4s50_1	0.53
==> metal layers <==
metal | vias up | wire [µm] | track usage, %
met5 | - | 165 | 0.833
li1 | 16880 | - | -
met2 | 2161 | 95200 | 35.1
met1 | 18486 | 69800 | 25.4
met3 | 470 | 25800 | 11.9
met4 | 2 | 12500 | 11.3
==> cells by family (layout without fill, tap and decap cells) <==
kind of cell    Yosys count  after routing  share of synthesized area (%)
simple gates           1564           1564                           16.0
compound gates          576            576                           7.04
mux                    1024           1024                           18.4
flops                  1024           1024                           54.6
other cells               0              8                              0
buf+inv                 450            502                           3.98
No activity file was given, so power comes from the tool's default toggle rates.
