===== flow/design.v =====
`timescale 1ns / 1ps
module ALU(
    alu_op,       
    alu_in_1,     
    alu_in_2,     
    alu_result,   
    alu_bcond     
    );
    input [3:0] alu_op;      
    input [31:0] alu_in_1;     
    input [31:0] alu_in_2;     
    output reg [31:0] alu_result;   
    output reg alu_bcond;     
    always @(*) begin
        alu_result = 0;
        alu_bcond = 0;
        case(alu_op)
            4'b0000 : alu_result = alu_in_1 + alu_in_2;
            4'b0001 : alu_result = alu_in_1 - alu_in_2;
            4'b0010 : alu_result = alu_in_1 << alu_in_2;
            4'b0111 : alu_result = alu_in_1 ^ alu_in_2;
            4'b0110 : alu_result = alu_in_1 | alu_in_2;
            4'b0101 : alu_result = alu_in_1 & alu_in_2;
            4'b0011 : alu_result = alu_in_1 >> alu_in_2;
            4'b1000 : begin  
                if(alu_in_1 == alu_in_2) alu_bcond = 1;            
                else alu_bcond = 0;    
            end
            4'b1001 : begin
                if(alu_in_1 != alu_in_2) alu_bcond = 1;
                else alu_bcond = 0;
            end
            4'b1100 : begin
                if(alu_in_1 < alu_in_2) alu_bcond = 1;
                else alu_bcond = 0;
            end
            4'b1101 : begin
                if(alu_in_1 >= alu_in_2) alu_bcond = 1;
                else alu_bcond = 0;
            end
        endcase
    end
endmodule

===== flow/constraint.sdc =====
current_design ALU

set clk_period 23.8
set clk_io_pct 0.2

create_clock -name clk0 -period $clk_period

set non_clock_inputs [all_inputs -no_clocks]
set_input_delay [expr $clk_period * $clk_io_pct] -clock clk0 $non_clock_inputs
set_output_delay [expr $clk_period * $clk_io_pct] -clock clk0 [all_outputs]

===== flow/config.mk =====
export PLATFORM = sky130hd
export DESIGN_NAME = ALU
export DESIGN_NICKNAME = ALU
export VERILOG_FILES = /design/flow/design.v
export SDC_FILE = /design/flow/constraint.sdc
export NUM_CORES = 4
export LEC_CHECK = 1
export CORE_UTILIZATION = 50

===== flow/run.sh =====
#!/bin/bash
# OpenROAD 26Q1-2900-gdf79404cd8, Yosys 0.63+post, stock flow scripts
make -C /OpenROAD-flow-scripts/flow DESIGN_CONFIG=/design/flow/config.mk WORK_HOME=/design/flow/orfs finish

==> impl_metrics.env <==
# flow metrics
export IMPL_outcome="complete, no violations"
export IMPL_ys_cells=1314
export IMPL_grt_setup_unrepaired="false"
export IMPL_worst_slew_pin_slew_ns=0.886
export IMPL_crit_buf_inv=3
export IMPL_holdWs_ns=10.60
export IMPL_hpwl_um=31500
export IMPL_worstSetupEndpointType="output port"
export IMPL_slew_headroom=0.405
export IMPL_cp_required_ns=19.04
export IMPL_max_stage_delay_ns=0.89
export IMPL_port_buffers=101
export IMPL_drc=0
export IMPL_yosysMostFrequentCell="nor2_1"
export IMPL_finalMaxSlewViolations=0
export IMPL_rows=48
export IMPL_wl_per_cell_um=25.9
export IMPL_vias_per_cell=7.01
export IMPL_die_height_um=136
export IMPL_startpoint_type="input port"
export IMPL_floorplan_core_util=0.517
export IMPL_powerDensity_nw_per_um2=21.5
export IMPL_post_cts_buffers=0
export IMPL_syn_inst=1314
export IMPL_grt_overflow=0
export IMPL_firstDrtPassIters=6
export IMPL_hold_path_class="in -> out"
export IMPL_final_instance_count_excl_fill=1559
export IMPL_timing_fmax_mhz=70.6
export IMPL_tool_warnings=109
export IMPL_cpMostUsedCell="clkdlybuf4s50_1"
export IMPL_fillers=1689
export IMPL_tns_ns=0
export IMPL_grt_pass1_wl_um=59900
export IMPL_fp_dieW_um=136
export IMPL_ctsResizeCount=0
export IMPL_coreArea_um2=17500
export IMPL_dp_cells=1559
export IMPL_postLayoutSetupSlackWorst_ns=9.64
export IMPL_synth_area_um2=9040
export IMPL_crit_family="buffers and inverters"
export IMPL_crit_chain="clkdlybuf4s50_1 -> inv_1 -> ha_1 -> nor2_1 -> a211oi_1 -> o2111ai_1 -> and4_1 -> a2111oi_2 -> nor4_1 -> o41ai_1 -> xnor2_1 -> o21ai_1 -> clkdlybuf4s50_1"
export IMPL_drtIter0Drc=1412
export IMPL_synth_area_per_cell_um2=6.88
export IMPL_chipArea_um2=18600
export IMPL_grt_max_degree=69
export IMPL_ys_types=83
export IMPL_setup_viol=0
export IMPL_antenna_found_initial=0
export IMPL_hp_start="alu_in_2[2]"
export IMPL_irDropWorstVdd_v=0.0000236
export IMPL_holdBufCountCts=0
export IMPL_grt_usage=0.441
export IMPL_area_leaders="ha_1 15%, mux4_2 12%, mux2i_1 5.9%"
export IMPL_cp_arrival_ns=9.40
export IMPL_place_congestion=1.07
export IMPL_n_antenna_cell=0
export IMPL_cap_violations=0
export IMPL_vias=10930
export IMPL_pre_cts_slack_ns=9.77
export IMPL_top_cells_by_count="132 x nor2_1, 125 x nand2_1, 108 x ha_1, 98 x a21oi_1, 95 x inv_1"
export IMPL_seq_area_frac_synth=0
export IMPL_yosysTopAreaCellShare=0.149
export IMPL_period_used=0.595
export IMPL_final_comb_area_um2=8240
export IMPL_seqCellArea_um2=0
export IMPL_wirelength_um=40300
export IMPL_area_growth_pct=11.3
export IMPL_num_clock_buffers=0
export IMPL_drive_gt1_frac=0.0780
export IMPL_min_path_cells=5
export IMPL_worstHoldEndpoint="alu_result[0]"
export IMPL_hold_violations=0
export IMPL_grt_pass1_vias=10041
export IMPL_antenna_left=0
export IMPL_flops=0
export IMPL_fin_crit_ns=14.16
export IMPL_yosysTopAreaCell="ha_1"
export IMPL_path_max_fanout=18
export IMPL_ys_area_um2=9040
export IMPL_ioPinCount=101
export IMPL_leakagePower_nw=4.16
export IMPL_crit_type="in -> out"
export IMPL_slowest_stage="clkdlybuf4s50_1"
export IMPL_synth_warnings=1
report_power, final:
part | internal [mW] | total, mW | switching, mW
clock network | 0 | 0 | 0
logic | 0.0871 | 0.216 | 0.129
registers | 0 | 0 | 0
area by class of cell:
type | instances | share of cell area
Timing Repair Buffer | 124 | 0.116
Inverter | 100 | 0.0373
Multi-Input combinational cell | 1110 | 0.819
Tap cell | 225 | 0.0280
how the worst max path moves through the flow:
stage | from | end | slack (ns) | depth (start not counted)
4_1_cts | alu_in_2[4] | alu_bcond | 9.76 | 13
5_1_grt | alu_in_2[4] | alu_result[22] | 9.36 | 13
6_report | alu_in_2[4] | alu_result[22] | 9.64 | 13
placed cells by master, fill, tap and decap left out, types with 14 or more instances in the layout:
cell             instances
a211oi_1                30
a21o_1                  23
a21oi_1                 98
a221oi_1                15
a31oi_1                 22
buf_4                   25
clkdlybuf4s50_1         97
ha_1                   108
inv_1                   95
mux2i_1                 53
mux4_2                  48
nand2_1                125
nand3_1                 35
nand4_1                 14
nor2_1                 132
nor3_1                  36
nor4_1                  15
o211ai_1                23
o21ai_0                 80
o21ai_1                 19
o221ai_1                16
o22ai_1                 14
xnor2_1                 16
metal layers:
layer / global-route usage / share of wire / up-vias
met5: 0 / 0 / -
met4: 0.143 / 0.038 / 0
met3: 0.120 / 0.13 / 113
met2: 0.647 / 0.42 / 784
met1: 0.627 / 0.41 / 5051
li1: - / - / 4982
cells by family (layout without fill, tap and decap cells):
logic type / count (synthesis) / in the layout / share of synthesized area
multiplexers: 110 / 110 / 0.190
AND/OR/NAND/NOR: 424 / 424 / 0.217
XOR/XNOR: 19 / 19 / 0.0184
adder cells (fa/ha/maj): 110 / 110 / 0.154
buffers and inverters: 204 / 224 / 0.0898
AND-OR/OR-AND: 447 / 447 / 0.331
metrics by stage:
stage               instance area [µm²]  utilization  power, mW
global route                      10100        0.576      0.231
detailed placement                10100        0.576      0.208
CTS                               10100        0.576      0.210
floorplan                          9040            -      0.134
global placement                  10100        0.576      0.209
finish                            10100        0.576      0.216
Power is estimated from default activity; no workload was simulated.
